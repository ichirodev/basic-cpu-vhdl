## ./config.mk

```make
export PLATFORM = sky130hd
export DESIGN_NAME = pc
export DESIGN_NICKNAME = pc
export VERILOG_FILES = /design/flow/design.v
export SDC_FILE = /design/flow/constraint.sdc
export NUM_CORES = 4
export LEC_CHECK = 1
export CORE_AREA = 10 10 109 109
export DIE_AREA = 0 0 119 119
```

## ./constraint.sdc

```tcl
current_design pc

set clk_period 1.0
set clk_io_pct 0.2

create_clock -name clk0 -period $clk_period [get_ports {clk}]

set non_clock_inputs [all_inputs -no_clocks]
set_input_delay [expr $clk_period * $clk_io_pct] -clock clk0 $non_clock_inputs
set_output_delay [expr $clk_period * $clk_io_pct] -clock clk0 [all_outputs]
```

## ./design.v

```verilog
`timescale 1ns/1ps
module pc(
    input [31:0] a,
    input clk,
    output reg [31:0] b
);
reg [31:0] pc1;
always@(posedge clk)
begin
    if(clk == 1)
        begin
            b = pc1;
            pc1 = a;
        end
end
initial begin
    pc1 = 0;
end
endmodule
```

## ./run.sh

```bash
#!/bin/bash
# OpenROAD 26Q1-2900-gdf79404cd8, Yosys 0.63+post, stock flow scripts
make -C /OpenROAD-flow-scripts/flow DESIGN_CONFIG=/design/flow/config.mk WORK_HOME=/design/flow/orfs finish
```

==> results.txt <==
Physical implementation.

- The run finished with clean final reports.
- The wire length per cell after detailed routing is 10.6 um.
- The number of cells on the worst hold path is listed as 1.
- The final hold violation count is 0.
- The synthesis report lists the Yosys warning total as 1.
- The core utilization before placement is 13.3%.
- The die footprint is 0.0142 sq mm.
- Sorting the Yosys area breakdown by cell type puts at the top dfxtp_1.
- The count of input and output buffers is 64.
- The slew at the pin with the worst max-slew slack is 0.104 ns.
- Per the OpenROAD floorplan log, the height of the die is 119 um.
- The multi-input combinational cells in the finished layout cover a total of 0 sq um.
- The sequential cell area is 0.00128 sq mm.
- The placeable core region is 0.00964 sq mm.
- The register area share after synthesis is 100%.
- The global-route usage over all layers is 4.08%.
- Per the CTS log, the maximum H-tree level is 3.
- The final-report max-slew violation count is 0.
- The number of antenna violations at the first check in global routing is 0.
- The worst endpoint data arrival time is 0.74 ns.
- Dividing the synthesized area by the synthesized cell count gives 20.0 sq um.
- The kind of end point of the critical path is an output port.
- The number of standard cells after synthesis is 64.
- In the final layout, the fill cell count is 1060.
- The detailed-route via count is 703.
- In this run the post-CTS setup repair buffer count came out at 0.
- TritonCTS built the clock tree.
- The via count of the first global-routing pass came to 825.
- The source of the worst hold timing path is a[14].
- The clock-pin slew on the worst setup and hold paths is 0.07 ns.
- Summing over the stages, the warning tally comes to 25.
- Yosys stat counts 64 cells in the synthesized netlist.
- The critical path goes through buf_2.
- The class of the tightest hold or removal check is in -> reg.
- The internal portion of the total power is 0.00371 W.
- Setup repair after global routing left no endpoint under its margin.
- The worst hold path terminates at pc1[14]$_DFF_P_.
- The total standard cell area after synthesis is 0.00128 sq mm.
- The max-slew check reports its worst relative slack as 93.1%.
- The count of different cell masters after synthesis is 1.
- The required time of the critical path is 0.80 ns.
- By instance count after routing, the leading logic cell types are dfxtp_1 (61), clkdlybuf4s50_1 (32), buf_2 (32), clkbuf_8 (9).
- In this run the worst path has a maximum fanout of 1.
- The clock arrives with 0.00641 ns of skew.
- The switching power as a share of total power is 20.4%.
- The cell at the root of the clock tree is clkbuf_8.
- The first global-routing pass estimated 4.53 mm of wire.
- The routed wire length is 2.92 mm.
- The leakage power total is 0.870 nW.
- The site row count is 36.
- The flow reported a cell area power density of 2230 mW/mm^2.
- The die outline width is 119 um.
- STA shows the worst reg2reg path with a cell count of 0.
- The biggest cell delay along the critical path is 0.31 ns.
- The element type at the critical path start is a flip-flop.
- The maximum vdd ir drop is 0.413 mV.
- The sequential group share of total power is 58.3%.
- The tally of max-capacitance violations is 0.
- Using the TritonRoute via totals, the vias-per-cell ratio works out to 2.55.
- The most common cell after layout, fill and taps aside is dfxtp_1.
- The CTS sink count is 64.
- The achievable clock frequency is 1060 MHz.
- The area growth from synthesis to layout is 62.8%.
- The clock latency on the worst-skew pair is 0.33 ns.
- Of the post-synthesis cell area, the dominant cell type holds 100%.
- The slowest stage cell on the critical path is dfxtp_2.
- Routability-driven placement finished with a final weighted congestion of 0.684.
- The buffer-and-inverter tally for the worst setup path is 1.
- The number of flip-flops and latches in the synthesized netlist is 64.
- The final sum of negative setup slack is 0 ns.
- Entering global routing, the biggest net connects 11 pins.
- The origin of the critical flop-to-flop path is pc1[3]$_DFF_P_.
- The final critical path time including I/O delays and setup is 0.944 ns.
- In this design, the largest share of critical-path delay is due to flip-flops.
- The net switching power is 0.000949 W.
- Hold timing on the final database bottoms out at a slack of 0.311 ns.
- The antenna diode count is 0.
- Combinational logic burns 3.8% of the power.
- The number of DRC markers in iteration 0 is 38.
- The fraction of the cycle the final worst path needs is 94.4%.
- The share of layout cells above drive strength 1 is 33.6%.
- The post-route DRC violation count is 0.
- The residual antenna-violating net count after detailed routing is 0.
- The clock network accounts for 37.9% of the total power.
- Per the finish-stage timing summary, setup violations number 0.
- The worst setup path is of the reg -> out kind.
- The total congestion overflow is 0.
- The yosys-reported design area after synthesis is 0.00128 sq mm.
- The count of multi-input gates is 0.
- The clock passes through at most 2 buffers.
- The first-pass detailed-route iteration total is 2.
- Looking at the reg2reg group, the worst path ends at b[3]$_DFF_P_.
- The main area contributors are dfxtp_1 (100%).
- Counting the buffers created by CTS gives 9.
- The setup check on the worst reg-to-reg path leaves a slack of 0.58 ns.
- The number of buffers inserted for hold repair after clock tree synthesis is 0.
- Pin placement for this block handled 65 I/O pins.
-- how the worst max path moves through the flow --
| stage | from | to | slack [ns] | cells past startpoint |
|---|---|---|---|---|
| 4_1_cts | b[5]$_DFF_P_ | b[5] | 0.02 | 1 |
| 5_1_grt | b[26]$_DFF_P_ | b[26] | 0.01 | 1 |
| 6_report | b[5]$_DFF_P_ | b[5] | 0.06 | 1 |
-- flip-flops by register name, indices dropped and copies added (netlist names) --
signal,cells
b,32
pc1,32
-- timing repair --
item / 4_1_cts / 5_1_grt
resized: 100 / 0
endpoints found under the hold margin: 0 / 0
endpoints found under the setup margin: 32 / 0
-- through the flow --
step | cells | total power, W | util, % | area (sq um) | worst slack, ns
6_report | 276 | 0.00466 | 21.6 | 2090 | 0.0564
5_1_grt | 276 | 0.00494 | 21.6 | 2090 | 0.0135
4_1_cts | 276 | 0.00479 | 21.6 | 2090 | 0.0207
3_5_place_dp | 261 | 0.00302 | 21.7 | 2090 | 0.0202
3_3_place_gp | 261 | 0.00302 | 21.7 | 2090 | 0.0222
2_1_floorplan | 64 | 0.00275 | - | 1280 | 0.538
-- layout make-up --
cell class,instances,share of cell area (%)
repair buffers,64,23.0
clock buffers,11,6.30
flip-flops and latches,64,61.6
clock inverters,4,1.08
well taps,133,7.98
-- cells in the mapped netlist --
master   number
dfxtp_1      64
-- per-layer routing --
layer | vias up | wire length [um] | track usage, %
met2 | 47 | 1160 | 5.39
met1 | 300 | 1190 | 4.72
met4 | 0 | 83 | 1.22
li1 | 346 | - | -
met3 | 10 | 492 | 3.60
met5 | - | 0 | 0
-- cells by family after synthesis --
group	Yosys count	share of synthesized area (%)
flops	64	100
-- power groups by stage --
stage / clock network [W] / logic [W] / registers [W]
after CTS: 0.00189 / 0.000184 / 0.00272
after global routing: 0.00202 / 0.000195 / 0.00273
final: 0.00177 / 0.000177 / 0.00271
Power is estimated from default activity; no workload was simulated.
