<file path="flow/constraint.sdc">
current_design mux2_2

set clk_period 1.0
set clk_io_pct 0.2

create_clock -name clk0 -period $clk_period

set non_clock_inputs [all_inputs -no_clocks]
set_input_delay [expr $clk_period * $clk_io_pct] -clock clk0 $non_clock_inputs
set_output_delay [expr $clk_period * $clk_io_pct] -clock clk0 [all_outputs]
</file>
<file path="flow/design.v">
`timescale 1ns/1ps
module mux2_2(
	input [31:0]A,
	input [31:0]B,
	input sel,
	output reg [31:0]out
);
always @(*)
begin
	if(sel == 1)
	begin
		out = A;
	end 
	else if (sel == 0) 
	begin
		out = B;
	end
end
endmodule
</file>
<file path="flow/config.mk">
export PLATFORM = sky130hd
export DESIGN_NAME = mux2_2
export DESIGN_NICKNAME = mux2_2
export VERILOG_FILES = /design/flow/design.v
export SDC_FILE = /design/flow/constraint.sdc
export NUM_CORES = 4
export LEC_CHECK = 1
export CORE_AREA = 10 10 70 70
export DIE_AREA = 0 0 80 80
</file>
<file path="flow/run.sh">
#!/bin/bash
# OpenROAD 26Q1-2900-gdf79404cd8, Yosys 0.63+post, stock flow scripts
make -C /OpenROAD-flow-scripts/flow DESIGN_CONFIG=/design/flow/config.mk WORK_HOME=/design/flow/orfs finish
</file>
==> run_results.csv <==
group,metric,value,unit
worst_setup_path,crit_family,"buffers and inverters",
die,fp_util,15.9,%
grt,grt_max_degree,11,
die,die_w,80,um
die,core,3420,um2
synthesis,ys_types,4,
worst_hold_path,hold_class,"primary input to output pin",
placed_design,place_inst,177,
flow_run,warnings,34,
routing,vias_per_cell,3.77,
layout,syn_to_final_growth,191,%
worst_setup_path,cp-start-kind,"primary input",
timing,tns,-3.69,ns
status,violations,"negative setup slack",
placed_design,post_dp_cell_area,1520,um2
timing,rsz0062_at_grt,"yes",
die,dieHeight,80,um
synthesis,synthCells,36,
placed_design,dp_slack,-0.499,ns
layout,clkbuf_count,0,
worst_setup_path,critPathRequiredTime,0.80,ns
worst_setup_path,crit_buf_inv,2,
status,status,"finished, violations left",
synthesis,ys_area,544,um2
synthesis,yosys-stat-cells,36,
routing,drc,0,
routing,drtIter0Drc,3,
die,die-area,6400,um2
layout,layout-drive-gt1-share,53.3,%
worst_setup_path,cp_slowest_cell,"clkdlybuf4s50_1",
routing,wirelength,2720,um
pwr,power_density,390,nW/um2
timing,finalMaxSlewViolations,0,
layout,flops,0,
timing,fmax,852,MHz
worst_setup_path,crit_fanout,1,
synthesis,largest_area_cell,"mux2_4",
synthesis,ys_seq_share,0,%
timing,period_needed,1.17,ns
timing,hold_viol,0,
worst_setup_path,worstPathCellList,"clkdlybuf4s50_1 -> mux2_4 -> buf_6",
routing,num_antenna_cells,0,
placed_design,io_buffer_count,97,
synthesis,syn_area_per_cell,15.1,um2
worst_setup_path,critPathKind,"primary input to output pin",
grt,grt_pass1_wl,4000,um
placed_design,dp_hpwl,2400,um
layout,seqCellArea,0,um2
layout,final_common_cell,"dlygate4sd2_1",
routing,via_count,690,
worst_setup_path,cp.arrival,0.97,ns
timing,finalWorstSetupSlack,-0.173,ns
die,boundaryPins,97,
flow_run,max_cap_viol_count,0,
routing,drtAntennaViolNets,0,
placed_design,place.gp.congestion,0.758,
layout,final_cells,183,
timing,min_period_over_period,117,%
grt,grt_overflow,0,
pwr,vdd_drop_max,0.000161,V
die,core.rowCount,21,
synthesis,synth_warnings,1,
timing,tightest_slew,0.111,ns
synthesis,syn_area,544,um2
grt,grt_usage,7.64,%
synthesis,area_leaders,"mux2_4 83%, buf_12 11%, mux2_2 4.1%",
worst_setup_path,max_stage_delay,0.40,ns
layout,lay_top_cells,"47 x dlygate4sd2_1, 32 x mux2_4, 21 x buf_6",
grt,grt_pass1_vias,751,
pwr,power,0.619,mW
timing,slew_headroom,92.6,%
layout,final_cell_area,1590,um2
clock_network,postCtsHoldBufs,0,
synthesis,synth_top_area_share,82.8,%
pwr,leakagePower,0.887,nW
worst_setup_path,cp-end-kind,"output pin",
timing,setup_viol,32,
routing,wl_per_cell,14.9,um
routing,dr.pass1.iters,2,
grt,antenna_found_initial,0,
logic make-up (layout without fill, tap and decap cells):
| logic type | Yosys count | in the layout | share of synthesized area, % |
|---|---|---|---|
| buf+inv | 4 | 105 | 13.1 |
| mux | 32 | 32 | 86.9 |
what timing repair did:
item | 4_1_cts | 5_1_grt
buffers inserted | 5 | 0
gates cloned | 1 | 0
endpoints found under the setup margin | 32 | 32
resized | 170 | 15
routing by layer:
metal	GRT usage, %	up-vias	wire [um]
li1	-	339	-
met1	8.77	300	1020
met2	13.6	51	1350
met3	3.18	0	351
met4	0	0	0
met5	0	-	0
final cells by class:
| class | count | area (um2) |
|---|---|---|
| fillers | 345 | 1830 |
| repair buffers | 105 | 1050 |
| multi-input cells | 32 | 480 |
| well taps | 46 | 57.6 |
worst paths after layout:
check	to	slack (ns)	from	cells past startpoint
worst min-delay path	out[18]	0.69	B[18]	3
worst max-delay path	out[27]	-0.17	A[27]	3
synthesized netlist by cell type:
| cell | count |
|---|---|
| buf_6 | 1 |
| buf_12 | 3 |
| mux2_4 | 30 |
| mux2_2 | 2 |
where the power goes:
part	total [mW]	internal [mW]	switching (mW)
combinational	0.619	0.487	0.132
sequential	0	0	0
clock	0	0	0
stage by stage:
step	util (%)	hold WS (ns)
after floorplan	-	0.498
after global placement	44.6	1.35
after detailed placement	44.6	1.36
after CTS	44.6	0.801
after global routing	46.4	0.713
final	46.4	0.692
worst min-delay path, stage by stage:
cell            delay, ns
dlymetal6s2s_1       0.08
mux2_4               0.13
buf_2                0.08
Power figures rest on the tool's default switching activity, not on a simulated workload.
