`/design/flow/run.sh`:
```
#!/bin/bash
# OpenROAD 26Q1-2900-gdf79404cd8, Yosys 0.63+post, stock flow scripts
make -C /OpenROAD-flow-scripts/flow DESIGN_CONFIG=/design/flow/config.mk WORK_HOME=/design/flow/orfs finish
```
`/design/flow/config.mk`:
```
export PLATFORM = sky130hd
export DESIGN_NAME = Alu
export DESIGN_NICKNAME = Alu
export VERILOG_FILES = /design/flow/design.v
export SDC_FILE = /design/flow/constraint.sdc
export NUM_CORES = 4
export LEC_CHECK = 1
export CORE_UTILIZATION = 30
```
`/design/flow/constraint.sdc`:
```
current_design Alu

set clk_period 434.6
set clk_io_pct 0.2

create_clock -name clk0 -period $clk_period

set non_clock_inputs [all_inputs -no_clocks]
set_input_delay [expr $clk_period * $clk_io_pct] -clock clk0 $non_clock_inputs
set_output_delay [expr $clk_period * $clk_io_pct] -clock clk0 [all_outputs]
```
`/design/flow/design.v`:
```
`timescale 1ns/1ps
module Alu(
	input signed [31:0]A,
	input signed [31:0]B,
	input control,
	input [2:0]sel,
	output reg zf,
	output reg signed [31:0] res
);
always @(*)
begin
	case (sel)
		3'b000:
		begin
			res = A + B;
		end
		3'b001:
		begin
			if (control == 1)
			begin
				res = A - B;
				if (res < 0)
				begin
					res = 32'd1;
				end 
				else if (res >= 0)
				begin
					res = 32'd0;
					zf = 1'b0;
				end
			end
			else if (control == 0)
			begin
				res = A - B;
			end
		end
		3'b010:
		begin
			res = A * B;
		end
		3'b011:
		begin
			res = A / B;
		end
		3'b100:
		begin
			res = A & B;
		end
		3'b101:
		begin
			res = A | B;
		end
		3'b110:
		begin
			res = A ^ B;
		end
		3'b111:
		begin
			res = ~(A | B);
		end
		default:
		begin
			res = 32'd0;
		end
	endcase
end
endmodule
```
==> reports/results.ini <==
[worst_setup_path]
critPathLaunchType=input pin
cp_slowest_stage_delay_ps=1030
path_buffers=32
path_delay_family=AND-OR/OR-AND gates
cp-endpoint=res[24]
worstSetupEndpointType=output pin
worstSetupPathType=input pin to output pin
cp-startpoint=B[0]
critical_path_depth=331
critPathMaxFanout=37
slowest_stage=nor4_1
arrival_ps=183900
crit_required_ps=347680
crit_top_cell=ha_1

[floorplan]
num_io_pins=101
chipArea_um2=174000
die_h_um=417
die_w_um=417
fp.coreArea_um2=170000
initial_core_util_pct=30.4
num_rows=151

[sta]
hold_violations=0
tightest_slew_ps=1310
max_freq_ghz=0.00369
hold_slack_ps=175090
rsz0062_at_grt=false
fin_crit_ps=270820
setup-violations-final=0
fin_crit_sh_pct=62.3
tns_ps=0
report.final.slew_viol_count=0
relSlewSlack_pct=11.8

[power_and_ir_drop]
p_leak_nw=26.5
p_sw_share_pct=62.4
p_int_mw=0.182
power.total_mw=0.485
p_per_area_nw_per_um2=8.60
net-switching-power_mw=0.303
peakVddDrop_mv=0.0284

[place]
dp_cells=9615
hpwl_mm=200
io_buffers=100
placed_area_um2=56400
gp_congestion=1.07

[cells_and_area]
area_growth_pct=9.13
drive_gt1_share_pct=6.30
final_area_um2=56400
flop_area_um2=0
fillers=18200
nClkBuffers=0
flops=0
fin_cells=9626

[detailed_routing]
wirelength_mm=251
drt-vias-per-instance=5.77
ant_nets=0
drc=0
dr_total_vias=55500
dr.first_iter.drc_count=4916
dr.pass1.iters=8
wl_per_cell_um=26.1

[synth]
ys_chip_area_um2=51700
synth_cells=7286
synth_seq_share_pct=0
top_area_share_pct=18.8
synth.avg_cell_area_um2=7.09
top_cells_by_area=ha_1 19%, fa_1 16%, xnor2_1 6.7%
synth_area_um2=51700
synth-warning-count=1
synth_stat.cells=7286
yosys.area.top_type=ha_1
ys_types=103

[clock_network]
ctsHoldBuffers=0
cts_setup_buffers=0
cts_resized=0

[job]
warnings=96
maxCapViolations=0

[global_route]
grt_pass1_vias=53800
grt_max_degree=61
antenna_found_initial=19
grt_overflow_total=0
grt_pass1_wl_mm=364
grt_use_total_pct=29.1

[hold_path]
worstHoldStart=sel[2]
hp-class=input pin to output pin

[outcome]
status=finished clean

kinds of logic after synthesis:
logic type | share of synthesized area [%]
and+or+nand+nor | 22.7
AOI/OAI and AO/OA | 22.9
muxes | 2.14
xor gates and xnor gates | 9.79
buffers and inverters | 7.79
adders and majority gates | 34.7
other | 0.00726
tightest hold or removal path: stages:
cell             delay, ps
buf_2                  100
buf_4                  300
o211ai_1               180
o2111ai_1              190
clkdlybuf4s50_1        460
cell usage in the layout (no fill, tap or decap), types with 65 or more instances in the layout:
cell type / count
a31oi_1: 101
nand3_1: 155
xnor2_1: 383
o21a_1: 133
nand4_1: 75
inv_1: 744
a21o_1: 174
ha_1: 776
clkdlybuf4s50_1: 94
or3_1: 70
o21ai_0: 335
nor3_1: 196
buf_4: 231
fa_1: 410
nor2b_1: 65
nand2_1: 913
a21oi_1: 463
mux2_2: 70
nor2_1: 749
xor2_1: 180
layout make-up:
cell class | instances | area, um2 | area share (%)
diodes | 11 | 27.5 | 0.0488
inverters | 764 | 2870 | 5.08
multi-input cells | 6223 | 47900 | 84.9
well taps | 2295 | 2870 | 5.09
repair buffers | 333 | 2730 | 4.84
cell usage after synthesis, types with 75 or more instances:
cell and count:
nand3_1 155, nor2_1 751, xor2_1 180, a21oi_1 465
fa_1 410, xnor2_1 398, a21o_1 174, o21ai_0 336
a31oi_1 102, o21a_1 133, nor3_1 198, ha_1 776
clkbuf_1 234, nand4_1 75, inv_1 746, nand2_1 913
power by group through the flow:
stage,Sequential [mW],Clock [mW],Combinational [mW]
CTS,0,0,0.479
global route,0,0.00000000253,0.529
metrics by stage:
stage               util (%)  setup WS (ps)
global placement        33.1         167350
CTS                     33.1         166310
floorplan                  -         180030
detailed placement      33.1         166650
global route            33.1         158090
finish                  33.1         163780
routing by layer:
metal | routed length [um] | up-vias | track usage [%]
li1 | - | 25500 | -
met2 | 111000 | 2766 | 44.7
met4 | 20000 | 12 | 18.7
met5 | 75 | - | 0.111
met3 | 22500 | 726 | 7.08
met1 | 97900 | 26600 | 36.6
how the worst min path moves through the flow:
stage | to | slack (ps) | depth (start not counted)
after CTS | res[5] | 175100 | 5
after global routing | res[5] | 175130 | 5
final | res[5] | 175090 | 5
No activity file was given, so power comes from the tool's default toggle rates.
